File: ./design.v
`timescale 1ns / 1ps
module Dual_pram_Pre
#(
	parameter DATA_WIDTH	= 8,
	parameter ADDR_WIDTH	= 9,
	parameter OUTPUT_REG	= "TRUE",
	parameter RAM_INIT_FILE	= ""
)
(
	input [(DATA_WIDTH-1):0] wdata,
	input [(ADDR_WIDTH-1):0] waddr, raddr,
	input we, wclk, re, rclk,
	output [(DATA_WIDTH-1):0] rdata
);
localparam MEMORY_DEPTH = 2**ADDR_WIDTH;
(* syn_ramstyle = "block_ram" *) reg [DATA_WIDTH-1:0] ram[MEMORY_DEPTH-1:0];
reg [DATA_WIDTH-1:0] r_rdata_1P;
reg [DATA_WIDTH-1:0] r_rdata_2P;
always@ (posedge wclk)
begin
	if (we)
		ram[waddr] <= wdata;
end
always @ (posedge rclk)
begin
	r_rdata_2P <= r_rdata_1P;
	if (re)
		r_rdata_1P <= ram[raddr];
	else
		r_rdata_1P <= r_rdata_1P;
end
generate
	if (OUTPUT_REG == "TRUE")
		assign	rdata = r_rdata_2P;
	else
		assign	rdata = r_rdata_1P;
endgenerate
endmodule
File: ./constraint.sdc
current_design Dual_pram_Pre

set clk_period 15.9
set clk_io_pct 0.2

create_clock -name clk0 -period $clk_period [get_ports {rclk}]
create_clock -name clk1 -period $clk_period [get_ports {wclk}]

set non_clock_inputs [all_inputs -no_clocks]
set_input_delay [expr $clk_period * $clk_io_pct] -clock clk0 $non_clock_inputs
set_output_delay [expr $clk_period * $clk_io_pct] -clock clk0 [all_outputs]
File: ./run.sh
#!/bin/bash
# OpenROAD 26Q1-2900-gdf79404cd8, Yosys 0.63+post, stock flow scripts
make -C /OpenROAD-flow-scripts/flow DESIGN_CONFIG=/design/flow/config.mk WORK_HOME=/design/flow/orfs finish
File: ./config.mk
export PLATFORM = sky130hd
export DESIGN_NAME = Dual_pram_Pre
export DESIGN_NICKNAME = Dual_pram_Pre
export VERILOG_FILES = /design/flow/design.v
export SDC_FILE = /design/flow/constraint.sdc
export NUM_CORES = 4
export LEC_CHECK = 1
export CORE_UTILIZATION = 50
==> summary.txt <==
fresh numbers from the pnr run: RSZ-0062 raised after global routing no, number of I/O port buffers 36, endpoints failing setup 0, pin count of the biggest net entering global routing 125, layout cells sized above 1 18.6%, M3 GR Usage 21.8%, EDFF count, synth 4104, Synth Seq Share 77.0%, Final TNS setup 0 ns, met1 Track Usage GR 40.0%, max-slew violations 0, Top cell area share 76.9%, status complete, no violations, 1st-pass router iterations 5, Floorplan Utilization 50.3%, Post-CTS Hold Buffers 0, Syn-to-layout area delta 11.8%, and+or+nand+nor area frac 2.63%, GRT Residual Overflow 0, crit path kind input pin to flop, Syn Std Cell Area 160000 µm², Layout Utilization 56.2%, DP Wirelength 256 mm, Gate Count Post-Synth 8038, max cap viols 0, vias in the first global route 87000, Switching Share 21.3%, Syn Area/Cell 19.9 µm², fa+ha+maj area frac 0%, Critical Path Start Type input pin, clk sinks 4112, main area contributors edfxtp_1, mux4_2, mux2i_1, DR iter-0 viols 5834, final hold violation count 0, full die area 323000 µm², row count 207, Ys Warns 1, top logic cell by instance count in the layout edfxtp_1, Main synth FF type edfxtp_1, Clock power frac 42.3%, ao+oa area frac 4.31%, post-synth top area cell edfxtp_1, Gate power share 4.8%, Design Area, Final 179000 µm², met2 Track Usage GR 40.9%, via count 80500, Die W 568 µm, crit path DRT 15.93 ns, DRC violations left 0, initial antenna violation count 17, Synth mux share 14.2%, CTS tree done, most frequent cells in the layout edfxtp_1, mux2i_1, mux4_2, leakage power 56.7 nW, die height 568 µm, Logic family by area multiplexers, Post-Route WL 418 mm, Unique cell types 51, Reg clk slew, reported paths 0.07 ns, Synth flops 4112, Net Sw Power 0.00481 W, ANT nets after route 0, vias per std cell 6.27, layer carrying the most global-route usage met2, RD Place Congestion 0.952, xor+xnor area frac 0%, first-pass GRT wire length 605 mm, CP Max Fanout 79, # IOs 38, Worst EP arrival 8.85 ns, Worst VDD drop 102 µV, worst slew pin tran 1.48 ns, yosys cell count 8038, Reg2Reg Setup Slack 11.83 ns, final worst clock skew 0.0127 ns, DR WL/cell 32.6 µm, total power 0.0226 W, pwr dens 126 nW/µm², Chip Area, Yosys 160000 µm², tool warning count 39, Core ar. 318000 µm², CP endpoint kind flop, PostCTS Resize Cnt 0, Slew headroom 0.233%, Post CTS Setup Buffer Count 0, worst min path class flop to flop, ys async rst share 0%, Total Routing Usage GR 29.6%, dpl cell area 166000 µm², cell internal pwr 0.0177 W, part of the power in registers 53.0%
[power groups by stage]
stage | combinational (W) | clock [W] | sequential [W]
CTS | 0.00108 | 0.00968 | 0.0120
global route | 0.00115 | 0.0101 | 0.0119
finish | 0.00107 | 0.00953 | 0.0120
[cell usage after synthesis, drive strengths merged, types with 20 or more instances]
| cell type | n |
|---|---|
| and2 | 20 |
| nand2 | 111 |
| nor4 | 36 |
| buf | 248 |
| nor2 | 597 |
| edfxtp | 4104 |
| o21ai | 119 |
| clkbuf | 265 |
| mux4 | 654 |
| mux2i | 797 |
| nor3 | 109 |
| nand3 | 36 |
| o22ai | 163 |
| o221ai | 372 |
| a21oi | 194 |
| a22oi | 61 |
| nand4 | 32 |
[metal layers]
metal / vias to the layer above / share of wire [%]
li1: 34100 / -
met4: 37 / 3.6
met1: 41000 / 33
met2: 4709 / 46
met5: - / 0.22
met3: 725 / 17
[registers in the layout (all words and copies together) (netlist names)]
| signal | flops |
|---|---|
| r_rdata_1P | 8 |
| r_rdata_2P | 8 |
| ram | 4096 |
[kinds of logic (layout without fill, tap and decap cells)]
family | count (synthesis) | in the layout
buffers and inverters | 516 | 1112
flip-flops | 4112 | 4112
AND-OR/OR-AND | 979 | 979
AND/OR/NAND/NOR | 980 | 980
other | 0 | 16
multiplexers | 1451 | 1451
[final timing paths]
check                                start                      end  cells past startpoint
setup / recovery                  raddr[0]  r_rdata_1P[7]$_DFFE_PP_                     11
min in group clk1                 wdata[7]    ram[338][7]$_DFFE_PP_                      1
max in group clk1                 waddr[1]    ram[490][5]$_DFFE_PP_                      6
setup reg to reg     ram[264][4]$_DFFE_PP_  r_rdata_1P[4]$_DFFE_PP_                      8
hold reg to reg    r_rdata_1P[4]$_DFFE_PP_    r_rdata_2P[4]$_DFF_P_                      0
hold / removal     r_rdata_1P[4]$_DFFE_PP_    r_rdata_2P[4]$_DFF_P_                      0
[critical path: stages]
cell,delay (ns)
buf_16,0.44
buf_4,0.69
buf_4,0.52
buf_4,0.68
buf_4,0.68
mux4_2,0.59
o22ai_1,0.48
a22oi_1,0.17
nand4_1,0.17
o21ai_0,0.53
o2111a_1,0.47
[metrics by stage]
step | hold WS, ns | setup slack (ns) | cells
floorplan | 0.323 | 10.61 | 8038
global placement | 0.595 | 6.81 | 12000
detailed placement | 0.576 | 6.70 | 12000
CTS | 0.606 | 7.00 | 12800
global route | 0.561 | 6.83 | 12800
finish | 0.542 | 7.08 | 12800
[area by class of cell]
type / count / area [µm²]
tap: 4180 / 5230
clock buffer: 520 / 11100
multi-input combinational: 3410 / 34100
inverter: 3 / 18.8
fill: 23000 / 139000
clock inverter: 250 / 2300
timing repair buffer: 339 / 2860
antenna: 16 / 40.0
sequential: 4112 / 123000
No activity file was given, so power comes from the tool's default toggle rates.
